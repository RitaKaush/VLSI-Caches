$ cat /design/flow/run.sh
#!/bin/bash
# OpenROAD 26Q1-2900-gdf79404cd8, Yosys 0.63+post, stock flow scripts
make -C /OpenROAD-flow-scripts/flow DESIGN_CONFIG=/design/flow/config.mk WORK_HOME=/design/flow/orfs finish
$ cat /design/flow/constraint.sdc
current_design tagArray

set clk_period 1.0
set clk_io_pct 0.2

create_clock -name clk0 -period $clk_period [get_ports {clk}]

set non_clock_inputs [all_inputs -no_clocks]
set_input_delay [expr $clk_period * $clk_io_pct] -clock clk0 $non_clock_inputs
set_output_delay [expr $clk_period * $clk_io_pct] -clock clk0 [all_outputs]
$ cat /design/flow/design.v
module D_FF(input clk, input reset, input write, input d, output reg q);
  always @(negedge clk)
  if(reset) q=0;
  else
    if(write) q=d;
endmodule
module tagArray(input clk, input reset, input [7:0] we, input [23:0] tag, output [23:0] tagOut0, output [23:0] tagOut1, output [23:0] tagOut2, output [23:0]  tagOut3, output [23:0]  tagOut4, output [23:0]  tagOut5, output [23:0]  tagOut6, output [23:0]  tagOut7);
  tagBlock t0(clk,reset,we[0],tag,tagOut0);
  tagBlock t1(clk,reset,we[1],tag,tagOut1);
  tagBlock t2(clk,reset,we[2],tag,tagOut2);
  tagBlock t3(clk,reset,we[3],tag,tagOut3);
  tagBlock t4(clk,reset,we[4],tag,tagOut4);
  tagBlock t5(clk,reset,we[5],tag,tagOut5);
  tagBlock t6(clk,reset,we[6],tag,tagOut6);
  tagBlock t7(clk,reset,we[7],tag,tagOut7);
endmodule
module tagBlock(input clk, input reset, input write, input [23:0] tag,output [23:0] tagData);
  D_FF d00(clk, reset,write,tag[0],tagData[0]);
  D_FF d01(clk, reset,write,tag[1],tagData[1]);
  D_FF d02(clk, reset,write,tag[2],tagData[2]);
  D_FF d03(clk, reset,write,tag[3],tagData[3]);
  D_FF d04(clk, reset,write,tag[4],tagData[4]);
  D_FF d05(clk, reset,write,tag[5],tagData[5]);
  D_FF d06(clk, reset,write,tag[6],tagData[6]);
  D_FF d07(clk, reset,write,tag[7],tagData[7]);
  D_FF d08(clk, reset,write,tag[8],tagData[8]);
  D_FF d09(clk, reset,write,tag[9],tagData[9]);
  D_FF d10(clk, reset,write,tag[10],tagData[10]);
  D_FF d11(clk, reset,write,tag[11],tagData[11]);
  D_FF d12(clk, reset,write,tag[12],tagData[12]);
  D_FF d13(clk, reset,write,tag[13],tagData[13]);
  D_FF d14(clk, reset,write,tag[14],tagData[14]);
  D_FF d15(clk, reset,write,tag[15],tagData[15]);
  D_FF d16(clk, reset,write,tag[16],tagData[16]);
  D_FF d17(clk, reset,write,tag[17],tagData[17]);
  D_FF d18(clk, reset,write,tag[18],tagData[18]);
  D_FF d19(clk, reset,write,tag[19],tagData[19]);
  D_FF d20(clk, reset,write,tag[20],tagData[20]);
  D_FF d21(clk, reset,write,tag[21],tagData[21]);
  D_FF d22(clk, reset,write,tag[22],tagData[22]);
  D_FF d23(clk, reset,write,tag[23],tagData[23]);
endmodule
$ cat /design/flow/config.mk
export PLATFORM = sky130hd
export DESIGN_NAME = tagArray
export DESIGN_NICKNAME = tagArray
export VERILOG_FILES = /design/flow/design.v
export SDC_FILE = /design/flow/constraint.sdc
export NUM_CORES = 4
export LEC_CHECK = 1
export CORE_UTILIZATION = 40
==> results.txt <==
Latest figures from synthesis and place and route.

Once placement finished, the instance area stood at 9850 um^2. Once detail routing completed, the nets flagged for antenna violations numbered 0. The final weighted congestion of routability-driven global placement is 0.768.

The clock H-tree reported by CTS has 4 levels. The number of violations reported at the end of detailed-routing iteration 0 is 181. Ranked by total cell area, the synthesized netlist is headed by sky130_fd_sc_hd__dfxtp_1, sky130_fd_sc_hd__mux2i_1, sky130_fd_sc_hd__buf_4.

The first-pass GRT wire length is 31,200 um. The critical register-to-register path startpoint is t2.d15.q. After layout, the worst setup slack is -595 ps. Between clock sinks in the finished design, the worst skew comes to 0 ps.

Setup repair after global routing could not meet its margin everywhere. The worst setup path is of the reg -> out kind. The required time at the endpoint of the critical path is 800 ps.

The post-CTS hold buffer count recorded in the log is 0. The report counts max-capacitance violations totalling 0. TritonCTS built the clock tree.

The half-perimeter wire length of the detailed placement result is 13,200 um. The multiplexer area fraction after synthesis is 22.0%. The floorplan core density is 41.1%. The number of cells reported by Yosys stat comes to 838.

Along the worst hold path, the cell count comes to 2. The synthesis report names the predominant flop master as sky130_fd_sc_hd__dfxtp_1. Setup slack on the worst reg-to-reg path comes out at 170 ps.

The startpoint identified for the worst hold timing path is t0.d21.q. The total number of placement rows is 53. After floorplanning, the die was sized to cover 22,400 um^2. The summed area of non-filler cells in the final layout is 10,800 um^2. The worst setup path is launched from a flip-flop. For reference, compound AND-OR and OR-AND cells occupy 0% of the area reported after synthesis. The via count of the first global-routing pass is 6,056. The overall power consumption is 20.3 mW. By count the netlist is led by sky130_fd_sc_hd__buf_4, sky130_fd_sc_hd__dfxtp_1, sky130_fd_sc_hd__mux2i_1, sky130_fd_sc_hd__nor2_1, sky130_fd_sc_hd__buf_6. The mapped cell area is 8720 um^2. For the worst reg-to-reg path, the endpoint reported by OpenROAD is t2.d15.q.

The worst setup path is captured at an output pin. The floorplan step defined a core boundary enclosing 21,200 um^2. Checking hold timing, the worst path is listed with class reg -> reg. The count of endpoints failing setup in the final report is 192.

The per-cell routed wire length is 15.3 um. The checks that failed: setup timing. The tool warning count for the run is 220.

The horizontal extent of the die is 150 um. The master of the slowest instance on the critical path is sky130_fd_sc_hd__dfxtp_2. The number of hold-slack violations in the final timing report is 0.

The post-synthesis cell type count is 9. The detailed-route wire length is 21,300 um. Of all flip-flops after synthesis, the portion carrying an async set or reset was 0%. Port buffering added 225 buffers. The fraction of the mapped netlist area in adder cells is 0%.

The share of cells above drive strength 1 is 46.4%. The biggest area contributor in the post-synthesis netlist is sky130_fd_sc_hd__dfxtp_1. The worst IR drop on VDD is 0.00111 V. The synthesized netlist has a Yosys-reported chip area of 8720 um^2. The area added between synthesis and finish is 23.5%. Looking at the max-slew report, the worst-margin pin has a slew of 352 ps. The post-synthesis simple-gate area fraction is 8.27%. The DRC violations left is 0. At the later pin of the worst-skew pair, clock insertion delay measures 460 ps. Per the timing report, the biggest fanout along the worst path comes to 2. The total global routing overflow is 0. The family of cells with the greatest summed delay on the critical path is flip-flops.

The flow reported a cell area power density of 1890 nW/um^2. The endpoint of the worst hold path is reported as t0.d21.q. The via count of the routed design is 6,006. The timing report gives the biggest stage delay along the critical path as 320 ps. The data arrival time reported for the critical path is 1390 ps. The antenna diode count is 0. According to the report, the first pass of detailed routing completed in 4 iterations. The signal on the critical path passes through buf_2.

According to the I/O placement log, the pin count is 226. Synthesis handed over a netlist of 838 instances. The number of storage elements in the synthesis netlist is 192. The share of the Yosys chip area taken by registers is 44.1%. The die span in y is 150 um. The cell-mix breakdown from Yosys lists the XOR/XNOR area share as 0%. Averaged over all synthesized cells, the footprint is 10.4 um^2. The final core area utilization is 50.7%. For this run, the total global-route usage over all layers was measured as 18.6%.

The run finished, with violations left. The total of warnings raised by yosys is 1. Summed over its instances, the top area cell type makes up 44.1% of the synthesized netlist area. The post-detailed-route via-to-cell ratio is 4.32.

The buffer cell driving the clock tree root is sky130_fd_sc_hd__clkbuf_16. The number of enable flip-flop cells is 0. The maximum clock path buffer count is 2. The number of clock buffers inserted by TritonCTS is 17. Clock-pin slew was measured on the worst setup and hold paths at 40 ps.

The number of buffers and inverters on the critical path is 1. Per the OpenROAD power report, leakage power amounts to 6.18 nW. Counting cells, the worst reg-to-reg path comes to 4. Final hold analysis gives a worst-case slack of 469 ps. The maximum number of pins on one net before global-route repair is 52. TritonCTS reports the number of clock sinks as 192. The worst slew slack as a fraction of its limit is 76.5%. The number of antenna violations at the first check in global routing is 0.

The number of slew-limit violations in the final report is 0. The largest non-sequential cell family by area is buffers and inverters.
## routing by layer
layer | wire length, um | track usage, % | vias up
met4 | 174 | 6.53 | 0
met3 | 1590 | 9.41 | 13
met2 | 9610 | 26.3 | 193
met1 | 9940 | 24.7 | 2790
li1 | - | - | 3010
met5 | 0 | 0 | -
## power by group
group	internal (mW)	total, mW	switching [mW]
combinational	1.22	2.18	0.961
clock	4.35	9.65	5.29
sequential	8.26	8.48	0.221
## worst max path at each step
stage	startpoint	endpoint	slack, ps	cells after the start
CTS	t1.d18.q	tagOut1[18]	-620	1
finish	t1.d18.q	tagOut1[18]	-590	1
global route	t6.d06.q	tagOut6[6]	-650	1
## per-stage QoR
step	std cells	setup WS, ps	TNS [ps]
after floorplan	838	-256	-62720
after global placement	1145	-699	-209040
after detailed placement	1145	-717	-209790
after CTS	1377	-618	-113100
after global routing	1389	-647	-117460
final	1389	-595	-108800
## logic make-up after synthesis
logic type	Yosys count
buffers and inverters	262
multiplexers	192
flip-flops	192
AND/OR/NAND/NOR	192
## what timing repair did
action                     4_1_cts  5_1_grt
buffers inserted                 9        7
resized                        792       27
pin swaps                        4        0
gates cloned                     0        5
setup endpoints to repair      384      206
## layout by cell type (no fill, tap or decap), drive strengths merged
master	count
clkbuf	25
dfxtp	192
buf	284
clkinv	5
nor2	192
clkinvlp	1
inv	201
mux2i	192
dlygate4sd2	22
## area by class of cell
cell class                      instances  area [um^2]
Fill cell                            2010        10500
Sequential cell                       192         4080
Multi-Input combinational cell        384         2650
Tap cell                              275          344
Clock buffer                           17          425
Timing Repair Buffer                  314         2380
Clock inverter                        207          876
Power figures rest on the tool's default switching activity, not on a simulated workload.
