[./config.mk]
export PLATFORM = sky130hd
export DESIGN_NAME = mux8to1_24b
export DESIGN_NICKNAME = mux8to1_24b
export VERILOG_FILES = /design/flow/design.v
export SDC_FILE = /design/flow/constraint.sdc
export NUM_CORES = 4
export LEC_CHECK = 1
export CORE_AREA = 10 10 93 93
export DIE_AREA = 0 0 103 103
[./constraint.sdc]
current_design mux8to1_24b

set clk_period 4.6
set clk_io_pct 0.2

create_clock -name clk0 -period $clk_period

set non_clock_inputs [all_inputs -no_clocks]
set_input_delay [expr $clk_period * $clk_io_pct] -clock clk0 $non_clock_inputs
set_output_delay [expr $clk_period * $clk_io_pct] -clock clk0 [all_outputs]
[./design.v]
module mux8to1_24b(input [23:0] in1,input [23:0] in2, input [23:0] in3, input [23:0] in4, input [23:0] in5,input [23:0] in6, input [23:0] in7, input [23:0] in8, input[2:0] sel,output reg[23:0] tagOut);
  always@(in1,in2,in3,in4,in5,in6,in7,in8,sel)
  case(sel)
    3'b000: tagOut=in1;
    3'b001: tagOut=in2;
    3'b010: tagOut=in3;
    3'b011: tagOut=in4;
    3'b100: tagOut=in5;
    3'b101: tagOut=in6;
    3'b110: tagOut=in7;
    3'b111: tagOut=in8;
  endcase
endmodule
[./run.sh]
#!/bin/bash
# OpenROAD 26Q1-2900-gdf79404cd8, Yosys 0.63+post, stock flow scripts
make -C /OpenROAD-flow-scripts/flow DESIGN_CONFIG=/design/flow/config.mk WORK_HOME=/design/flow/orfs finish
==> impl_metrics.tcl <==
# place-and-route summary
set metrics [dict create \
    status "completed" \
    syn_inst 207 \
    fin_crit_sh_pct 88.44 \
    design.core.area_mm2 0.006756 \
    seq_cells 0 \
    cpPeakStageDelay_ns 0.59 \
    grt_pass1_vias 2526 \
    cp_cell_sequence "clkdlybuf4s50_1, buf_4, nand2b_1, buf_4, nor2_1, a211oi_1, o22a_1, clkdlybuf4s50_1" \
    utilization_pct 55.65 \
    max_slew_margin_pct 46.93 \
    maxCapViolCount 0 \
    drive_gt1_share_pct 3.178 \
    drtIter0Drc 28 \
    seq_area_um2 0 \
    antenna_cells 0 \
    syn_to_final_growth_pct 138.3 \
    ios 219 \
    rows 30 \
    worstPathMaxFanout 18 \
    initCoreUtil_pct 23.35 \
    worstSetupPathType "in -> out" \
    grt_max_degree 39 \
    leakage_nw 1.507 \
    end_kind "output pin" \
    cp.arrival_ns 3.15 \
    ys_cells 207 \
    maxSlewViolCount 0 \
    synth_chip_area_mm2 0.001578 \
    syn-cell-area_mm2 0.001578 \
    postCtsHoldBufs 0 \
    peakVddDrop_mv 0.05831 \
    grt_pass1_wl_um 14660 \
    critPathSlowestCell "clkdlybuf4s50_1" \
    rsz0062_at_grt "false" \
    wl_per_cell_um 20.83 \
    power.density_mw_per_mm2 93.05 \
    grt_use_total_pct 17.80 \
    place_congestion 0.8630 \
    ant_nets 0 \
    hold_viol 0 \
    dp_hpwl_um 8732 \
    log.warning_count 33 \
    postCtsSetupRepairBufs 0 \
    synthDistinctLibCells 27 \
    setup_tns_ns 0 \
    post_cts_resized 0 \
    drt_wl_total_um 10180 \
    chipArea_mm2 0.01061 \
    yosys_warnings 1 \
    worst_slew_pin_slew_ns 0.7941 \
    critPathBufInv 4 \
    setup_viol_count_final 0 \
    hold_path.class "in -> out" \
    critPathTopFamily "buffers and inverters" \
    die_w_um 103 \
    dr_total_vias 2383 \
    vias_per_cell 4.873 \
    gr-total-overflow 0 \
    drc 0 \
    critPathLaunchType "input pin" \
    fin_crit_ns 4.068 \
    antenna_found_initial 0 \
    comb_area_mm2 0.001411 \
    final.fill_count 613 \
    die_h_um 103 \
    port_buffers 219 \
    synth_seq_share_pct 0 \
    syn_avg_cell_area_um2 7.622 \
    drt_first_pass_iters 4 \
    num-clock-buffers 0 \
    clock.fmax_mhz 245.8 \
    worst_ep_required_time_ns 3.68 \
]
-- kinds of logic (layout without fill, tap and decap cells) --
family	count (synthesis)	in the layout	synth area share [%]
compound gates	74	74	34.42
mux	65	65	42.82
simple gates	42	42	12.21
buf+inv	26	228	10.55
-- synth_stat cells --
cell type / number / share of area, %
a211o_1: 2 / 1.1
a211oi_1: 20 / 9.5
a21oi_1: 4 / 1.3
a2bb2oi_1: 1 / 0.56
a31oi_1: 1 / 0.40
buf_2: 4 / 1.3
buf_4: 9 / 4.3
buf_6: 4 / 2.9
clkbuf_1: 8 / 1.9
inv_1: 1 / 0.24
mux2i_1: 63 / 40
mux4_2: 2 / 2.9
nand2_1: 6 / 1.4
nand2b_1: 3 / 1.2
nand3b_1: 1 / 0.48
nand4_1: 1 / 0.40
nand4b_1: 1 / 0.56
nor2_1: 26 / 6.2
nor2b_1: 2 / 0.79
nor3b_1: 1 / 0.48
o211ai_1: 1 / 0.48
o21ai_0: 3 / 0.95
o22a_1: 20 / 11
o22ai_1: 20 / 7.9
o31ai_1: 1 / 0.48
o32a_1: 1 / 0.63
or3_4: 1 / 0.71
-- layout make-up --
cell class	instances	share of cell area, %
well taps	80	2.662
repair buffers	227	59.70
inverters	1	0.09983
multi-input cells	181	37.54
-- routing by layer --
metal | vias to the layer above | wire length, um | share of wire, % | global-route usage [%]
met5 | - | 0 | 0 | 0
met4 | 0 | 56 | 0.55 | 0.9626
met3 | 4 | 763 | 7.5 | 4.875
met2 | 94 | 5328 | 52 | 33.40
met1 | 1065 | 4035 | 40 | 20.36
li1 | 1220 | - | - | -
-- tightest hold or removal path, cell delays in order --
cell	delay, ns
buf_2	0.27
a211oi_1	0.08
o22a_1	0.16
clkdlybuf4s50_1	0.41
-- layout by cell type, fill, tap and decap left out, drive strengths merged, types with 4 or more instances in the layout --
| master | n |
|---|---|
| a211oi | 20 |
| nand2 | 6 |
| clkdlybuf4s50 | 217 |
| mux2i | 63 |
| nor2 | 26 |
| o22ai | 20 |
| a21oi | 4 |
| buf | 10 |
| o22a | 20 |
-- per-stage QoR --
step                power, mW  hold WS [ns]  worst slack, ns  instance area [um^2]  instances
floorplan              0.1173         1.918            1.866                  1578        207
global route           0.3776         2.805           0.2553                  3760        489
detailed placement     0.3522         2.767           0.5135                  3760        489
global placement       0.3518         2.758           0.5813                  3760        489
CTS                    0.3543         2.768           0.5136                  3760        489
finish                 0.3498         2.762           0.5317                  3760        489
-- power by group --
part           switching [mW]  internal (mW)  total, mW
clock                       0              0          0
sequential                  0              0          0
combinational           0.101          0.249      0.350
-- path summary, 6_finish.rpt --
kind,from,end,depth (start not counted)
worst max-delay path,sel[2],tagOut[3],8
worst min-delay path,sel[0],tagOut[14],4
Power figures rest on the tool's default switching activity, not on a simulated workload.
