[flow/design.v]
module mux2to1_256b(input [255:0] in1,input [255:0] in2, input sel,output reg [255:0] muxOut);
  always@(in1,in2,sel)
  case(sel)
    1'b0: muxOut=in1;
    1'b1: muxOut=in2;
  endcase
endmodule
[flow/run.sh]
#!/bin/bash
# OpenROAD 26Q1-2900-gdf79404cd8, Yosys 0.63+post, stock flow scripts
make -C /OpenROAD-flow-scripts/flow DESIGN_CONFIG=/design/flow/config.mk WORK_HOME=/design/flow/orfs finish
[flow/config.mk]
export PLATFORM = sky130hd
export DESIGN_NAME = mux2to1_256b
export DESIGN_NICKNAME = mux2to1_256b
export VERILOG_FILES = /design/flow/design.v
export SDC_FILE = /design/flow/constraint.sdc
export NUM_CORES = 4
export LEC_CHECK = 1
export CORE_AREA = 10 10 299 299
export DIE_AREA = 0 0 309 309
[flow/constraint.sdc]
current_design mux2to1_256b

set clk_period 1.0
set clk_io_pct 0.2

create_clock -name clk0 -period $clk_period

set non_clock_inputs [all_inputs -no_clocks]
set_input_delay [expr $clk_period * $clk_io_pct] -clock clk0 $non_clock_inputs
set_output_delay [expr $clk_period * $clk_io_pct] -clock clk0 [all_outputs]
==> results.yml <==
# implementation run metrics
run:
  cap_violations: 0
  tool_warnings: 34
sta:
  rsz0062_at_grt: "true"
  final.setup.tns_ns: -117.35
  fmax_ghz: 0.6286
  finalCriticalPeriod_ns: 1.591
  worst_pin_slew_ns: 0.2918
  period_used_share: 1.591
  hold_viol: 0
  slew_violations: 0
  slew_headroom: 0.8054
  setup_violations: 256
  worst_slack_ns: -0.5908
  hold-worst-slack_ns: 0.7975
placement:
  gp_congestion: 0.8843
  port_buffers: 769
  dp_hpwl_um: 64400
  placedCellCount: 2133
power_and_ir_drop:
  p_total_mw: 7.021
  clkPwrFrac: 0
  netSwitchingPower_mw: 2.427
  swShare: 0.3456
  ir_drop_uv: 211.1
  power.leakage_nw: 6.240
  seq_power_share: 0
  p_int_mw: 4.595
  p_per_area_mw_per_mm2: 491.2
  combPwrFrac: 1.000
synthesis:
  synth_seq_share: 0
  ys_cells: 284
  top_cells_by_area: "mux2_2, buf_6, buf_4"
  synthesis.area_mm2: 0.003188
  synth_warnings: 1
  syn_avg_cell_area_um2: 11.23
  synth.largest_area_cell: "mux2_2"
  synth_cells: 284
  yosys-stat-area_mm2: 0.003188
  top_cell_area_share: 0.9042
  synth.distinct_cells: 4
grt:
  grt_pass1_vias: 7107
  gr-total-overflow: 0
  grt_antenna_before_repair: 25
  grtUsageTotal: 0.1399
  grt_pass1_wl_um: 85500
  grt_max_degree: 16
routing:
  dr.first_iter.drc_count: 275
  wl_per_cell_um: 31.62
  drcViolationCount: 0
  drt_first_pass_iters: 4
  vias_per_cell: 2.865
  postRouteAntennaNets: 0
  vias: 6388
  drt-total-wl_um: 70520
setup_path:
  cp-end-kind: "output pin"
  slowest_delay_ns: 0.29
  criticalPathCategory: "primary input to output pin"
  path_buffers: 7
  cp_cell_sequence: "buf_16 > buf_16 > buf_12 > buf_16 > buf_12 > buf_6 > mux2_4 > buf_6"
  cp_common_cell: "buf_16"
  required_ns: 0.80
  crit_path_start_kind: "primary input"
  crit_fanout: 5
  crit_family: "buffers and inverters"
  cp.arrival_ns: 1.39
  slowest_stage: "mux2_4"
finish:
  final_core_util: 0.1732
  seq_cells: 0
  lay_top_cells: "clkdlybuf4s50_1, buf_6, mux2_4"
  regArea_um2: 0
  layout_top_cell: "clkdlybuf4s50_1"
  synthToLayoutAreaGrowth_pct: 348.4
  drive_above_1_share: 0.5352
  finalNonFillerCells: 2230
  n_clock_buffer: 0
floorplanning:
  fp.dieArea_mm2: 0.09548
  ioPinCount: 769
  std_cell_rows: 105
  fp.dieH_um: 309
  core_area_mm2: 0.08250
  die_x_um: 309
  floorplan.core_util: 0.03864
outcome:
  status: "finished with violations"
  violations: "setup timing"
clock_tree:
  hold_buffers: 0
worst_hold_path:
  min_path_type: "primary input to output pin"
==> area by class of cell <==
type,instances,area [um2]
fillers,9191,68210
repair buffers,893,9388
multi-input cells,256,3540
well taps,1070,1339
diodes,11,27.53
==> worst paths after layout <==
path,from,end,cells past startpoint
worst min-delay path,in1[0],muxOut[0],3
worst max-delay path,sel,muxOut[161],8
==> timing repair <==
action | CTS | global route
gates resized | 945 | 219
endpoints found under the setup margin | 256 | 256
buffers inserted | 66 | 16
pin swaps | 0 | 0
gates cloned | 10 | 3
==> synthesized netlist by cell type, drive strengths merged <==
cell	count
buf	28
mux2	256
==> worst min-delay path: stages <==
cell,delay (ns)
dlymetal6s2s_1,0.13
mux2_4,0.17
buf_6,0.09
==> layer usage <==
| layer | vias up | share of wire | GRT usage |
|---|---|---|---|
| met1 | 3025 | 0.47 | 0.2032 |
| li1 | 2839 | - | - |
| met5 | - | 0.0021 | 0 |
| met3 | 37 | 0.091 | 0.04236 |
| met4 | 22 | 0.0036 | 0 |
| met2 | 465 | 0.43 | 0.2139 |
==> power by group through the flow <==
stage                   clock, mW  combinational [mW]  sequential (mW)
after global routing  0.000000535                7.36                0
after CTS                       0                6.84                0
final                  0.00000162                7.02                0
==> logic make-up after synthesis <==
family,share of synthesized area
buf+inv,0.09576
mux,0.9042
==> metrics by stage <==
stage | setup WS (ns) | cell area, um2
after CTS | -0.6340 | 13610
after detailed placement | -0.9118 | 12280
after floorplan | 0.01740 | 3192
after global routing | -0.6166 | 14280
after global placement | -0.9253 | 12280
final | -0.5908 | 14290
Power figures rest on the tool's default switching activity, not on a simulated workload.
